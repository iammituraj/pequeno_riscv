## /design/flow/run.sh

```bash
#!/bin/bash
# OpenROAD 26Q1-2900-gdf79404cd8, Yosys 0.63+post, stock flow scripts
make -C /OpenROAD-flow-scripts/flow DESIGN_CONFIG=/design/flow/config.mk WORK_HOME=/design/flow/orfs finish
```

## /design/flow/config.mk

```make
export PLATFORM = sky130hd
export DESIGN_NAME = memory_access_unit
export DESIGN_NICKNAME = memory_access_unit
export VERILOG_FILES = /design/flow/design.v
export SDC_FILE = /design/flow/constraint.sdc
export NUM_CORES = 4
export LEC_CHECK = 1
export CORE_AREA = 10 10 186 186
export DIE_AREA = 0 0 196 196
```

## /design/flow/constraint.sdc

```tcl
current_design memory_access_unit

set clk_period 14.3
set clk_io_pct 0.2

create_clock -name clk0 -period $clk_period [get_ports {clk}]

set non_clock_inputs [all_inputs -no_clocks]
set_input_delay [expr $clk_period * $clk_io_pct] -clock clk0 $non_clock_inputs
set_output_delay [expr $clk_period * $clk_io_pct] -clock clk0 [all_outputs]
```

## /design/flow/design.v

```verilog
import pqr5_core_pkg :: * ;
module memory_access_unit #(
   parameter PC_INIT = 32'h0000_0000   
)
( 
   input  logic             clk                ,   
   input  logic             aresetn            ,   
   input  logic [32-1:0] i_exu_pc           ,   
   input  logic [32-1:0] i_exu_instr        ,   
   input  logic             i_exu_is_riuj      ,   
   input  logic [2:0]       i_exu_funct3       ,   
   input  logic             i_exu_bubble       ,   
   output logic             o_exu_stall        ,   
   input  logic [4:0]       i_exu_rdt_addr     ,   
   input  logic [32-1:0] i_exu_rdt_data     ,   
   input  logic             i_exu_rdt_not_x0   ,   
   input  logic             i_exu_is_macc_op   ,   
   input  logic             i_exu_macc_cmd     ,   
   input  logic [32-1:0] i_exu_macc_addr    ,   
   input  logic [1:0]       i_exu_macc_size    ,   
   input  logic [32-1:0] i_exu_macc_data    ,   
   output logic             o_dmem_wen         ,   
   output logic [32-1:0] o_dmem_addr        ,   
   output logic [1:0]       o_dmem_size        ,   
   output logic [32-1:0] o_dmem_wdata       ,   
   output logic             o_dmem_req         ,   
   input  logic             i_dmem_stall       ,   
   output logic             o_dmem_flush       ,   
   output logic [32-1:0] o_wbu_pc           ,   
   output logic [32-1:0] o_wbu_instr        ,   
   output logic             o_wbu_is_riuj      ,   
   output logic [2:0]       o_wbu_funct3       ,   
   output logic             o_wbu_bubble       ,   
   input  logic             i_wbu_stall        ,   
   output logic [4:0]       o_wbu_rdt_addr     ,   
   output logic [32-1:0] o_wbu_rdt_data     ,   
   output logic             o_wbu_rdt_not_x0   ,   
   output logic             o_wbu_is_macc      ,   
   output logic             o_wbu_is_load      ,   
   output logic             o_wbu_is_dwback    ,   
   output logic [$clog2(32/8)-1:0] o_wbu_macc_addr_lsb    
);
localparam LOAD  = 1'b0 ;
localparam STORE = 1'b1 ;
logic             exu_bubble          ;   
logic [32-1:0] maccu_pc_rg         ;   
logic [32-1:0] maccu_instr_rg      ;   
logic [2:0]       maccu_funct3_rg     ;   
logic             maccu_is_riuj_rg    ;   
logic             maccu_bubble_rg     ;   
logic [4:0]       rdt_addr_rg         ;   
logic [32-1:0] rdt_data_rg         ;   
logic             rdt_not_x0_rg       ;   
logic             is_macc             ;   
logic             is_macc_rg          ;   
logic             is_cmd_load         ;   
logic             is_load             ;   
logic             is_load_rg          ;   
logic             is_store            ;   
logic             is_dwback           ;   
logic             is_dwback_rg        ;   
logic [$clog2(32/8)-1:0] macc_addr_lsb_rg    ;   
logic             stall           ;   
logic             maccu_stall_ext ;   
always_ff @(posedge clk or negedge aresetn) begin
   if (!aresetn) begin
      maccu_pc_rg         <= PC_INIT    ;
      maccu_instr_rg      <= 32'h0000_0013 ;
      maccu_is_riuj_rg    <= 1'b0       ;
      maccu_funct3_rg     <= 3'h0       ;
      maccu_bubble_rg     <= 1'b1       ;
      rdt_addr_rg         <= '0         ;  
      rdt_data_rg         <= '0         ;
      rdt_not_x0_rg       <= 1'b0       ;
      is_macc_rg          <= 1'b0       ;
      is_load_rg          <= 1'b0       ;
      is_dwback_rg        <= 1'b0       ;
      macc_addr_lsb_rg    <= '0         ;
   end
   else if (!stall) begin   
      maccu_pc_rg         <= i_exu_pc         ;
      maccu_instr_rg      <= i_exu_instr      ;
      maccu_is_riuj_rg    <= i_exu_is_riuj & ~exu_bubble ;
      maccu_funct3_rg     <= i_exu_funct3     ;
      maccu_bubble_rg     <= exu_bubble       ;
      rdt_addr_rg         <= i_exu_rdt_addr   ;  
      rdt_data_rg         <= i_exu_rdt_data   ;
      rdt_not_x0_rg       <= i_exu_rdt_not_x0 ;
      is_macc_rg          <= is_macc          ;  
      is_load_rg          <= is_load          ;
      is_dwback_rg        <= is_dwback        ;
      macc_addr_lsb_rg    <= i_exu_macc_addr[$clog2(32/8)-1:0];
   end
end
assign exu_bubble  =  i_exu_bubble | i_wbu_stall ;     
assign is_macc     =  i_exu_is_macc_op & ~exu_bubble ;
assign is_cmd_load =  (i_exu_macc_cmd == LOAD);
assign is_load     =  is_macc &&  is_cmd_load ;
assign is_store    =  is_macc && !is_cmd_load ;
assign is_dwback   = ~i_exu_is_macc_op & ~exu_bubble ;
assign stall           = (i_wbu_stall | i_dmem_stall) & ~maccu_bubble_rg ;   
assign maccu_stall_ext = stall           ;  
assign o_exu_stall     = maccu_stall_ext ;   
assign o_dmem_wen   = is_store ;
assign o_dmem_addr  = i_exu_macc_addr ;
assign o_dmem_size  = i_exu_macc_size ;
assign o_dmem_wdata = i_exu_macc_data ;
assign o_dmem_req   = is_macc ;
assign o_dmem_flush = 1'b0 ;   
assign o_wbu_pc            = maccu_pc_rg         ;
assign o_wbu_instr         = maccu_instr_rg      ;
assign o_wbu_is_riuj       = maccu_is_riuj_rg    ;
assign o_wbu_funct3        = maccu_funct3_rg     ;
assign o_wbu_bubble        = maccu_bubble_rg     ;
assign o_wbu_rdt_addr      = rdt_addr_rg         ;
assign o_wbu_rdt_data      = rdt_data_rg         ;
assign o_wbu_rdt_not_x0    = rdt_not_x0_rg       ;
assign o_wbu_is_macc       = is_macc_rg          ;
assign o_wbu_is_load       = is_load_rg          ;
assign o_wbu_is_dwback     = is_dwback_rg        ;
assign o_wbu_macc_addr_lsb = macc_addr_lsb_rg    ;
endmodule
```

==> deck_impl_summary.md <==
Key Metrics from the Run

Yosys
  – Cell variety after synth: 15
  – Top cells, area: dfrtp_1 57%, mux2_2 24%, buf_4 11%
  – Synth Seq Share: 59.3%
  – Avg Cell Area, Syn: 15.2 µm²
  – Synthesized area: approximately 0.0047 mm²
  – Post-synth top area cell: dfrtp_1
  – Cells after Synth: ~310
  – Yosys warns: 2
  – Max-area cell share: 57.1%
  – Yosys stat cell total: 311
  – YS chip area: approximately 0.0047 mm²
  – Post-synth regs: 112

STA
  – Min cycle time layout: approximately 7400 ps
  – Fmax: 135 MHz
  – Worst-Margin Slew: about 670 ps
  – # setup viols final: 0
  – Final worst-path cycle share: just over 50%
  – Hold slack final: approximately 500 ps
  – Final-report max-slew violation count: 0
  – Final setup TNS: 0 ps
  – Clock Skews: approximately 7.8 ps
  – Worst slew margin: 55.3%
  – RSZ-0062 raised after global routing: no
  – Final Hold Violating Endpoints: 0

Pwr
  – Maximum vdd drop: about 0.048 mV
  – Sw Ratio: around 22%
  – P_sw: 187 µW
  – Clock share of power: 30.2%
  – Leakage: 2.88 nW
  – Gate power share: between 20% and 30%
  – Part of the power in registers: between 40% and 50%
  – Int Power: roughly 660 µW
  – P per Cell Area: around 120 mW/mm²

Placement
  – Port bufs: 231
  – Dpl hpwl: slightly above 10 mm
  – Gpl congestion: 0.710

Detailed routing
  – Antenna Nets Post-Route: 0
  – Drt drc: 0
  – Routed wire per std cell: roughly 15 µm
  – Post-DR vias/cell: roughly 3.3
  – Drt initial violations: between 40 and 50
  – Antenna Cells: 0
  – Total wire length: 13.3 mm
  – 1st-pass router iterations: 4
  – DR vias: slightly below 3k

Clocking
  – Longest Clk Path Bufs: 2
  – Htree depth: 3
  – Num Clock Sinks: 112
  – Setup Buffers After CTS: 0
  – CTS tree: yes
  – Latency at later pin: 360 ps
  – Num CTS Buffers: 9
  – Clk slew on worst S/H paths: approximately 70 ps
  – Cts repair resizes: 0
  – Root buffer cell: clkbuf_16
  – Hold Buf Count CTS: 0

Outcome
  – Status: finished clean

Run
  – Max Cap Viol: 0
  – Log Warnings: 25

Global route
  – Largest net degree at the start of global routing: between 50 and 60
  – Initial antenna violation count: 0
  – Grt total ovfl: 0
  – Vias in the first global route: about 3.2k
  – GRT Total Usage: between 6 and 7%
  – First-pass GRT wire length: 20.0 mm

Die
  – Initial core utilization: 15.5%
  – Row Count: around 64
  – Die area: 0.0384 mm²
  – Die Height: 196 µm
  – Die width: 196 µm
  – IO Pins: 361
  – Area of the core: between 0.03 and 0.04 mm²

Layout
  – Most instantiated logic cell after routing: clkdlybuf4s50_1
  – Share of cells above drive strength 1: between 20% and 30%
  – Most numerous logic cells after layout: 230 x clkdlybuf4s50_1, 108 x dfrtp_1, 101 x mux2_2
  – Area growth from synthesis to layout: 54.0%
  – Filler cells: ~3.2k

Worst setup path
  – Setup crit end kind: primary output
  – CP bufs+invs: 3
  – Worst path cell trace: clkdlybuf4s50_1 > o21bai_4 > inv_4 > clkdlybuf4s50_1
  – CP Class: input pin to primary output
  – Slowest-stage cell, CP: clkdlybuf4s50_1
  – Cell mode on critical path: clkdlybuf4s50_1
  – Worst EP required: 11,440 ps
  – Slowest stage delay, CP: roughly 600 ps
  – Crit path launch type: input pin
  – WP data arrival: 4550 ps
  – Crit path max-delay family: buffers and inverters
  – Worst Path Max Fanout: 36

Worst hold path
  – Worst hold path class: flip-flop to flip-flop
[flip-flops by register name (all words and copies together) (netlist names)]
name,cells
is_dwback_rg,1
is_load_rg,1
is_macc_rg,1
macc_addr_lsb_rg,2
maccu_bubble_rg,1
maccu_funct3_rg,3
maccu_instr_rg,32
maccu_is_riuj_rg,1
maccu_pc_rg,32
rdt_addr_rg,5
rdt_data_rg,32
rdt_not_x0_rg,1
[metal layers]
metal  GRT usage, %  part of all wire (%)  vias to the layer above
met4           1.41                   2.3                        0
met2           10.0                    44                      195
met3           4.78                    15                       24
met5              0                     0                        -
met1           7.73                    39                     1394
li1               -                     -                     1318
[worst register-to-register path: stages, from the launching register on]
cell and delay [ps]:
dfstp_2 370, o21bai_4 190, inv_4 350, buf_4 580
buf_4 550, mux2_2 410
[cell families after synthesis]
| kind of cell | Yosys count | synth area share [%] |
|---|---|---|
| flops | 112 | 59.3 |
| compound gates | 1 | 0.396 |
| simple gates | 7 | 0.899 |
| buf+inv | 79 | 12.1 |
| other cells | 1 | 0.0792 |
| mux | 111 | 27.2 |
[synthesized netlist by cell type]
master    count
and2_1        1
buf_2         9
buf_4        67
buf_6         2
conb_1        1
dfrtp_1     108
dfstp_2       4
inv_2         1
mux2_2      101
mux2_4       10
nor2_1        2
nor3_1        1
nor3b_1       2
nor4b_1       1
o21bai_4      1
[final timing paths]
path	startpoint	endpoint	slack, ps	cells past startpoint
worst min-delay path	maccu_instr_rg[26]	maccu_instr_rg[26]	500	1
worst max register to register	maccu_bubble_rg	rdt_data_rg[21]	11730	5
worst min register to register	maccu_instr_rg[26]	maccu_instr_rg[26]	500	1
max in group asynchronous	aresetn	rdt_data_rg[16]	10990	2
worst max-delay path	i_wbu_stall	o_exu_stall	6890	4
min in group asynchronous	aresetn	maccu_instr_rg[8]	2360	1
[area by class of cell]
| type | count | area, µm² | share of cell area [%] |
|---|---|---|---|
| inverter | 1 | 6.26 | 0.0858 |
| clock inverter | 4 | 45.0 | 0.618 |
| clock buffer | 11 | 243 | 3.33 |
| sequential | 112 | 2810 | 38.5 |
| tap | 396 | 495 | 6.80 |
| timing repair buffer | 235 | 2340 | 32.1 |
| multi-input combinational | 120 | 1350 | 18.6 |
[power by group through the flow]
stage	registers (mW)	clock network [mW]	logic [mW]
finish	0.386	0.255	0.202
CTS	0.387	0.275	0.209
global route	0.393	0.284	0.221
[through the flow]
stage / total power [mW] / setup slack, ps / instance area (µm²) / utilization, % / std cells
final: 0.843 / 6890 / 7290 / 23.8 / 879
after detailed placement: 0.601 / 6870 / 7000 / 22.9 / 864
after global routing: 0.898 / 6770 / 7290 / 23.8 / 879
after global placement: 0.599 / 6880 / 7000 / 22.9 / 864
after floorplan: 0.457 / 8150 / 4730 / - / 311
after CTS: 0.871 / 6860 / 7290 / 23.8 / 879
Power is estimated from default activity; no workload was simulated.
